$ cat /design/flow/config.mk
export PLATFORM = sky130hd
export DESIGN_NAME = register_file
export DESIGN_NICKNAME = register_file
export VERILOG_FILES = /design/flow/design.v
export SDC_FILE = /design/flow/constraint.sdc
export NUM_CORES = 4
export LEC_CHECK = 1
export CORE_UTILIZATION = 50
$ cat /design/flow/constraint.sdc
current_design register_file

set clk_period 4.9
set clk_io_pct 0.2

create_clock -name clk0 -period $clk_period [get_ports {clk}]

set non_clock_inputs [all_inputs -no_clocks]
set_input_delay [expr $clk_period * $clk_io_pct] -clock clk0 $non_clock_inputs
set_output_delay [expr $clk_period * $clk_io_pct] -clock clk0 [all_outputs]
$ cat /design/flow/design.v
module register_file #(
    parameter int NUM_REGS = 32,
    parameter int DATA_WIDTH = 64
) (
    input logic                             clk,
    input logic                             reg_write,
    input logic [1:0]       read_register1, read_register2, write_register,  
    input logic [63:0]       write_data,
    output logic [63:0]       read_data1,
    output logic [63:0]       read_data2
);
    logic [DATA_WIDTH-1:0] register_array [NUM_REGS-1:0];  
    always_ff @( posedge clk ) begin
        if (reg_write && write_register != 0)
            register_array[write_register] <= write_data;
    end
    assign read_data1 = (read_register1 == 0) ? 0 : register_array[read_register1];
    assign read_data2 = (read_register2 == 0) ? 0 : register_array[read_register2];
endmodule
$ cat /design/flow/run.sh
#!/bin/bash
# OpenROAD 26Q1-2900-gdf79404cd8, Yosys 0.63+post, stock flow scripts
make -C /OpenROAD-flow-scripts/flow DESIGN_CONFIG=/design/flow/config.mk WORK_HOME=/design/flow/orfs finish
==> results.txt <==
Implementation results. The largest registers in the layout are register_array x192. Summed over all nets, the switching power comes to between 700 and 800 µW. Maximum fanout encountered on the critical timing path landed at 36.

By instance count, the cell type seen most on the critical path is buf_4. The flow ran to the end, and the final reports show no timing, DRC or antenna violations. Clock transition at the registers of the reported paths landed at 0.06 ns.

Total half-perimeter wirelength after legalization and detailed placement landed at 12300 µm. At the pin with the least slew margin, the transition time is roughly 0.80 ns. Counting the buffers created by CTS gives 17. Total wire length landed at 20200 µm. Measured along the x axis, the die boundary spans 135 µm.

More flip-flops sit in one register than any other, and that register is register_array. The post-route utilization of the core is recorded as 66.6%. In this run the standard cell core region covers roughly 17000 µm². Final setup TNS landed at 0 ns. The logs give a warning total of 26. In the final layout, the share of cells above drive strength 1 is 17.2%. Combinational fraction of design power landed at 14.0%. After synthesis, the chip area reported by Yosys is 8830 µm².

Dividing the final minimum period by the clock period gives 80.0%. The synthesized netlist occupies a cell area of 8830 µm². Relative contribution of sequential cells to total power landed at ~52%.

Summed over all layers, the global routing overflow is 0. The first TritonRoute pass finished after 4 iterations. Checking hold timing, the worst path is listed with class in -> reg. Clock net sink count landed at 192. CTS placed an instance of clkbuf_16 at the clock tree root. In this build the clock could be raised as far as 0.255 GHz.

Counting along the longest clock path gives a buffer depth of 2. After synthesis, the largest area contributor takes up 65.3% of total cell area. After synthesis, the cell types taking the most area are edfxtp_1 (65%), a22o_1 (13%), mux2_4 (8.5%). The number of hold buffers added after CTS was 0.

VDD sags by at most 0.249 mV. STA classifies the critical path endpoint as a primary output. Number of storage elements in the synthesis netlist landed at around 190. Number of vias in the routed layout landed at 5405. The register with the most flip-flops in the layout has between 150 and 200 of them. Setup repair after global routing left no endpoint under its margin.

For this run, the leading register cell type out of synthesis is edfxtp_1. Final-layout fill cell count landed at around 1200. After synthesis, the share of flip-flops with an asynchronous set or reset is 0%. Data arrival time of the critical path landed at 2.94 ns. Total leakage power landed at 4.17 nW. Average detailed-routed wire length per instance landed at 21.8 µm.

TritonCTS built the clock tree. The first routing iteration left 306 violations. Number of enable flip-flop cells landed at 192.

H-tree depth landed at 4. The cell family contributing the most delay on the critical path is buffers and inverters. Register area share after synthesis landed at 65.3%. Max-capacitance violation count landed at 0. Routability congestion estimate from global placement landed at 0.788.

Number of vias per cell landed at 5.82. In the routed design, unresolved DRC markers number 0. The initial antenna violation count was 1. I/O pin count landed at 200. The initialized floorplan defines 48 standard-cell rows. The number of setup buffers added after CTS is 0. Number of global-route vias before repair landed at about 5700. In the floorplan report the effective utilization is 51.1%.

Overall track demand over capacity in global routing landed at 25.0%. Gate count of the mapped netlist landed at 498. Combined buffer and inverter count along the critical path landed at 3. After synthesis, the most frequently instantiated cells are edfxtp_1 (192), a22o_1 (127), mux2_1 (60).

Number of max-slew violations in the final report landed at 0. Leaving out buffers and inverters, the combinational logic in the layout accounts for 2820 µm². Wire length of the first global-routing pass landed at 31000 µm.

Count of final hold-check violations landed at 0. Summing all flip-flop and latch instances after layout gives 5770 µm². During placement, the flow inserted port buffers numbering about 200.

Total die size landed at 18200 µm². Listed in order, past its start point the critical path passes buf_4 -> nor2b_4 -> buf_4 -> a22o_1 -> clkdlybuf4s50_1. Fraction of power spent switching nets landed at 21.2%.

After layout, the worst setup slack is 0.982 ns. In this run the mean area of a mapped cell was between 15 and 20 µm². The tightest hold path in the finished design has a slack of between 1 and 1.5 ns.

Required time of the critical path landed at 3.92 ns. Number of setup violations in the final report landed at 0. Gates resized during post-CTS repair numbered 0.

Portion of total power attributed to the clock network landed at 34.0%. For this run, the number of Yosys warnings is 1. For this design, the slowest cell found on the critical path is clkdlybuf4s50_1. Entering global routing, the biggest net connects 46 pins. The synthesized design spends more area on one cell type than any other, namely edfxtp_1. Biggest cell delay along the critical path landed at 0.52 ns. Headroom to the max-slew limit landed at a little under half. Measured along the y axis, the die boundary spans 135 µm. The critical path in this run is classified as in -> out. The worst setup path is launched from an input port. Subtracting the final worst setup slack from the clock period gives 3.92 ns.

edfxtp_1 is the most common cell in the netlist. Number of cells in the yosys synthesis report landed at 498. Tally of unique sky130hd cells used after synthesis landed at 14. Total power normalized to cell area comes to 322 nW/µm².

Nets still carrying antenna violations after routing amount to 0. Prior to clock tree synthesis, the placed netlist has a worst setup slack of around 0.98 ns. Total internal power landed at 2.93 mW. Growth of design area from synthesis to finish landed at 30.5%.
## per-layer routing
metal	up-vias	GRT usage, %	routed length [µm]
li1	2442	-	-
met1	2702	37.9	8050
met2	239	38.7	10100
met3	22	10.0	1760
met4	0	3.62	303
met5	-	0	0
## through the flow
step | power, mW | instances | cell area (µm²)
finish | 3.71 | 928 | 11500
global route | 3.85 | 927 | 11500
CTS | 3.75 | 927 | 11500
detailed placement | 2.49 | 896 | 11000
global placement | 2.48 | 896 | 11000
floorplan | 2.19 | 498 | 8830
## cells by family after synthesis
kind of cell | after synthesis | synth area share [%]
AOI/OAI and AO/OA | 127 | 12.6
buffers and inverters | 42 | 3.15
DFF | 192 | 65.3
muxes | 129 | 18.5
and+or+nand+nor | 8 | 0.425
## cells in the final DEF, fill, tap and decap left out, types with 3 or more instances in the layout
master / count
clkinv_4: 3
clkbuf_16: 17
clkdlybuf4s50_1: 195
clkinvlp_4: 3
mux2_4: 50
mux2_1: 60
a22o_1: 127
clkinv_2: 3
buf_4: 17
nand2_1: 3
mux2_2: 17
edfxtp_1: 192
## path summary, 6_finish.rpt
check	depth (start not counted)	end	startpoint	slack, ns
max	5	read_data1[53]	read_register1[1]	0.98
min	1	register_array[2][10]	write_data[10]	1.16
## final cells by class
class | instances | area share (%)
sequential | 192 | 50.0
tap | 225 | 2.44
timing repair buffer | 215 | 18.3
antenna | 1 | 0.0217
clock inverter | 13 | 0.999
clock buffer | 18 | 3.72
multi-input combinational | 264 | 24.5
## power by group through the flow
| stage | sequential (mW) | clock, mW | combinational, mW |
|---|---|---|---|
| after CTS | 1.93 | 1.29 | 0.528 |
| final | 1.93 | 1.26 | 0.520 |
| after global routing | 1.94 | 1.35 | 0.560 |
No activity file was given, so power comes from the tool's default toggle rates.
