==> config.mk <==
export PLATFORM = sky130hd
export DESIGN_NAME = alu
export DESIGN_NICKNAME = alu
export VERILOG_FILES = /design/flow/design.v
export SDC_FILE = /design/flow/constraint.sdc
export NUM_CORES = 4
export LEC_CHECK = 1
export CORE_UTILIZATION = 30
==> constraint.sdc <==
current_design alu

set clk_period 41.1
set clk_io_pct 0.2

create_clock -name clk0 -period $clk_period

set non_clock_inputs [all_inputs -no_clocks]
set_input_delay [expr $clk_period * $clk_io_pct] -clock clk0 $non_clock_inputs
set_output_delay [expr $clk_period * $clk_io_pct] -clock clk0 [all_outputs]
==> design.v <==
module alu #(
    parameter int DATA_WIDTH = 64
) (
    input logic [DATA_WIDTH-1:0] a,
    input logic [DATA_WIDTH-1:0] b,
    input logic [3:0]            alu_control,  
    output logic [DATA_WIDTH-1:0] out,
    output logic                  zero_flag 
);
    always_comb begin
        case (alu_control)
            4'b0000: out = a & b;  
            4'b0001: out = a | b;  
            4'b0010: out = a + b;  
            4'b0110: out = a - b;  
            default: out = '0; 
        endcase
    end
    assign zero_flag = (out == 0) ? 1 : 0;
endmodule
==> run.sh <==
#!/bin/bash
# OpenROAD 26Q1-2900-gdf79404cd8, Yosys 0.63+post, stock flow scripts
make -C /OpenROAD-flow-scripts/flow DESIGN_CONFIG=/design/flow/config.mk WORK_HOME=/design/flow/orfs finish
==> out/qor.yml <==
outcome:
  status: "completed"
layout:
  area_growth_pct: 28.1
  fillerInstances: 2523
  final_core_utilization_pct: 39.5
  seq_area_um2: 0
  drive_above_1_share_pct: 4.56
  seq_cells: 0
  clock_buffers: 0
  fin_cells: 1618
route:
  routed_wl_um: 34200
  drt-initial-drc-count: 769
  top_layer: "met4"
  drc: 0
  vias: 9361
  viasPerCell: 5.79
  wl_met3_um: 2170
  wl_met1_um: 15300
  ant_nets: 0
  post_drt_wl_per_cell_um: 21.1
  dr.pass1.iters: 5
  wl_met2_um: 15900
  n_antenna_cell: 0
floorplan:
  rows: 57
  core_mm2: 0.0245
  dieArea_mm2: 0.0258
  io_pins: 197
  initCoreUtil_pct: 30.8
  die_width_um: 161
  die_y_um: 161
final_timing:
  slew_headroom_pct: 47.3
  worst_slew_pin_slew_ns: 0.786
  period_used_pct: 58.8
  layout_setup_ws_ns: 16.92
  hold_viol: 0
  rsz0062_at_grt: "no"
  max_freq_mhz: 41.4
  setup_violations: 0
  fin_crit_ns: 24.18
  tns_ns: 0
  fin_hold_ws_ns: 17.45
  final_max_slew_viol_count: 0
global_route:
  grt_overflow: 0
  grt_pass1_wl_um: 52400
  grt.total_usage_pct: 26.3
  antenna_found_initial: 1
  grt_pass1_vias: 8859
  grt_max_degree: 61
logic_synthesis:
  yosysWarnings: 1
  yosys-stat-area_mm2: 0.00754
  top_cells_by_area: "ha_1, nand2_1, xor2_1"
  avgSynthCellArea_um2: 6.52
  ys_seq_share_pct: 0
  yosysMostFrequentCell: "nand2_1"
  top_cells_by_count: "nand2_1, a21oi_1, o21ai_0"
  synth.cell_area_mm2: 0.00754
  yosysTopAreaCellShare_pct: 10.9
  ys_types: 84
  yosys_cells: 1157
  largest_area_cell: "ha_1"
  syn-instance-count: 1157
power_and_ir_drop:
  power.leakage_nw: 3.57
  power_density_mw_per_mm2: 15.1
  ir_drop_v: 0.00000575
worst_setup_path:
  crit_type: "input pin to primary output"
  cp.required_ns: 32.88
  cp-startpoint: "b[5]"
  cp-start-kind: "input pin"
  endpoint_kind: "primary output"
  cp_max_fo: 8
  worstPathArrival_ns: 15.96
job:
  max-cap-violations: 0
  warning_count: 34
min_path:
  hp-class: "input pin to primary output"
  hp-start: "alu_control[0]"
placed_design:
  io_buffer_count: 197
  routabilityCongestion: 1.06
  dp_slack_ns: 16.95
  dp_cells: 1618
  dp_hpwl_um: 28000
clocking:
  post_cts_buffers: 0
  cts_resized: 0
  hold_buffers: 0
-- final cells by class --
cell class                      instances  area [um^2]  share of cell area [%]
Inverter                               30          113                    1.17
Multi-Input combinational cell       1057         7100                    73.5
Timing Repair Buffer                  207         2040                    21.1
Tap cell                              324          405                    4.20
-- cells by family after synthesis --
family                     share of synthesized area [%]
and+or+nand+nor                                     27.9
AOI/OAI and AO/OA                                   33.3
adders and majority gates                           19.1
xor gates and xnor gates                            12.5
buffers and inverters                               5.96
muxes                                               1.21
-- critical path, stage by stage --
cell and delay (ns):
clkdlybuf4s50_1 0.48, or4_4 0.56, or4_1 0.45, nor2_2 0.24, nand2_1 0.15, nor4_1 0.33
nand2_1 0.16, nor2_1 0.54, a21oi_1 0.33, xnor2_1 0.20, ha_1 0.40, a21oi_1 0.24
o211ai_1 0.13, a21boi_1 0.39, nand3_1 0.15, a211oi_1 0.43, nor2_1 0.14, xnor2_1 0.17
o21ai_1 0.15, or4_1 0.67, or3_1 0.33, or4_1 0.49, nor3_2 0.13, clkdlybuf4s50_1 0.49
-- metrics by stage --
stage                     instance area, um^2  total power [mW]
after global placement                   9660             0.145
after floorplan                          7540            0.0869
after detailed placement                 9660             0.143
final                                    9660             0.146
after global routing                     9660             0.158
after CTS                                9660             0.144
-- worst paths after layout --
path	endpoint	slack, ns	cells after the start
min	out[3]	17.45	4
max	zero_flag	16.92	24
-- metal layers --
metal,vias to the layer above,track usage [%]
met4,0,5.71
li1,4607,-
met2,397,43.2
met1,4308,37.7
met5,-,0
met3,49,1.61
-- layout by cell type (no fill, tap or decap), types with 8 or more instances in the layout --
cell type	instances
nand2b_1	12
o21a_1	13
o211ai_1	9
inv_1	29
nor4_1	15
o21ai_0	99
clkdlybuf4s50_1	196
and3_1	8
o21ai_1	19
nor2_1	83
or3_1	13
and2_1	8
nor3_1	35
xor2_1	66
nand4_1	32
a21o_1	16
nand2_1	162
maj3_1	57
a211oi_1	14
xnor2_1	42
ha_1	66
buf_4	10
mux2i_1	8
or4_1	13
o41ai_1	10
o31ai_1	15
nand3_1	20
a21oi_1	100
-- where the power goes --
group,internal [mW],switching [mW],total [mW]
Sequential,0,0,0
Combinational,0.0619,0.0838,0.146
Clock,0,0,0
No activity file was given, so power comes from the tool's default toggle rates.
