**flow/config.mk**
```make
export PLATFORM = sky130hd
export DESIGN_NAME = DFF
export DESIGN_NICKNAME = DFF
export VERILOG_FILES = /design/flow/design.v
export SDC_FILE = /design/flow/constraint.sdc
export NUM_CORES = 4
export LEC_CHECK = 1
export CORE_UTILIZATION = 30
```
**flow/constraint.sdc**
```tcl
current_design DFF

set clk_period 1.0
set clk_io_pct 0.2

create_clock -name clk0 -period $clk_period [get_ports {clk}]

set non_clock_inputs [all_inputs -no_clocks]
set_input_delay [expr $clk_period * $clk_io_pct] -clock clk0 $non_clock_inputs
set_output_delay [expr $clk_period * $clk_io_pct] -clock clk0 [all_outputs]
```
**flow/design.v**
```verilog
module DFF #(
    parameter int WIDTH = 32
) (
    input logic                     clk,
    input logic                     en,
    input logic                     reset_n,  
    input logic     [WIDTH-1:0]     d,
    output logic    [WIDTH-1:0]     q
);
    always_ff @(posedge clk) begin
        if (!reset_n)
            q <= '0;
        else if (en)
            q <= d;
    end
endmodule
```
**flow/run.sh**
```bash
#!/bin/bash
# OpenROAD 26Q1-2900-gdf79404cd8, Yosys 0.63+post, stock flow scripts
make -C /OpenROAD-flow-scripts/flow DESIGN_CONFIG=/design/flow/config.mk WORK_HOME=/design/flow/orfs finish
```
==> impl_metrics.csv <==
group,metric,value,unit
power,p_leak,0.871,nW
synthesis,ys_sh_xor,0,%
cells_and_area,largest_register_ffs,32,
route,dr.pass1.iters,2,
synthesis,ys_area,0.00124,sq mm
power,p_per_area,1420,mW/mm^2
synthesis,synth_area,0.00124,sq mm
cells_and_area,largest-register,"q",
synthesis,ys.flops,32,
cells_and_area,area_growth,57.1,%
die,die_area,0.00441,sq mm
route,routed_wl,2520,um
synthesis,logic_family,"multiplexers",
route,antennaDiodeCount,0,
synthesis,yosysUniqueCellTypes,6,
synthesis,synth_cells,103,
clock_tree,cts_hold_buf,0,
global_route,track_usage,12.0,%
setup_path,critPathMaxFanout,2,
clock_tree,cts_inserted_buffers,5,
clock_tree,cts-root-buf,"clkbuf_8",
route,post-route-drc-count,0,
clock_tree,clock_latency,270,ps
synthesis,yosys-mux-area-fraction,25.8,%
die,dieWidth,66.4,um
cells_and_area,drive_above_1_share,37.4,%
cells_and_area,biggestRegsByFlops,"q x32",
die,rows,23,
final_timing,finalClockSkew,0,ps
final_timing,drv_slew,0,
clock_tree,clock-sinks,32,
final_timing,period_needed,963,ps
final_timing,hold_slack,438,ps
final_timing,setup-violations-final,0,
cells_and_area,layout_top_cell,"clkdlybuf4s50_1",
synthesis,ys_sh_aoi,0,%
cells_and_area,most-common-layout-cells,"33 x clkdlybuf4s50_1, 32 x mux2i_1, 32 x nor2b_1, 32 x dfxtp_2, 22 x clkbuf_2",
setup_path,required,800,ps
power,p_total,0.00278,W
hold_path,min_path_type,"primary input to register",
clock_tree,cts_setup_buffers,0,
global_route,grt_pass1_wl,3930,um
final_timing,tightest_slew,165,ps
final_timing,fin_crit_sh,96.3,%
final_timing,fmax,1040,MHz
global_route,grt_pass1_vias,912,
synthesis,ys_warn_count,1,
setup_path,path_buffers,1,
setup_path,crit_slowest_cell,"dfxtp_2",
die,pin_count,67,
setup_path,r2r_slack,360,ps
flow_run,drv_cap,0,
setup_path,max_stage_delay,330,ps
synthesis,ys_sh_simple,16.1,%
clock_tree,clk_pin_slew,60,ps
synthesis,largest_area_cell,"dfxtp_1",
final_timing,hold_violations,0,
synthesis,topCellsByArea,"dfxtp_1 52%, mux2i_1 26%, nor2b_1 16%",
route,wire_per_inst,11.3,um
cells_and_area,utilization,48.9,%
clock_tree,clk_path_buf_depth,2,
flow_run,tool_warnings,25,
synthesis,seq_area_frac_synth,51.5,%
clock_tree,htreeDepth,2,
route,vias,951,
final_timing,relSlewSlack,88.7,%
setup_path,path_cells,"clkdlybuf4s15_1",
placement,hpwlAfterDp,1890,um
placement,io_buffers,66,
run_status,status,"completed",
route,first_iter_violations,16,
global_route,grt_max_degree,21,
global_route,grt-ovfl-total,0,
route,viasPerCell,4.25,
route,final_antenna_net_count,0,
setup_path,crit_arrival,760,ps
setup_path,end_kind,"primary output",
global_route,antenna_found_initial,0,
synthesis,yosys-stat-cells,103,
setup_path,cp_top_family,"flip-flops",
placement,place_congestion,0.687,
die,die_h,66.4,um
power,ir_drop,0.813,mV
synthesis,synth.top_cell.area_share,51.5,%
synthesis,fa_ha_area_share,0,%
setup_path,cp-start-kind,"register",
clock_tree,post_cts_resized,96,
final_timing,rsz0062_at_grt,"false",
synthesis,syn_avg_cell_area,12.1,sq um
setup_path,crit_type,"register to primary output",
die,core,0.00400,sq mm
clock_tree,cts_tree,"built",
die,fp_util,31.1,%
-- through the flow --
| step | std cells | setup TNS [ps] | worst slack [ps] | instance area, sq um |
|---|---|---|---|---|
| after CTS | 224 | 0 | 9.67 | 2060 |
| after floorplan | 103 | 0 | 212 | 1240 |
| after global placement | 216 | -1770 | -67.1 | 1930 |
| final | 224 | 0 | 36.9 | 1950 |
| after global routing | 224 | 0 | 0.684 | 1950 |
| after detailed placement | 216 | -2280 | -108 | 1930 |
-- final cells by class --
cell class,count,area [sq um]
Fill cell,347,2050
Sequential cell,32,681
Timing Repair Buffer,70,601
Multi-Input combinational cell,64,520
Clock buffer,8,90.1
Tap cell,50,62.6
-- power by group --
| part | switching [W] | internal [W] | leakage [nW] |
|---|---|---|---|
| Combinational | 0.000117 | 0.000285 | 0.550 |
| Sequential | 0.0000376 | 0.00137 | 0.275 |
| Clock | 0.000410 | 0.000560 | 0.0455 |
| Total | 0.000565 | 0.00221 | 0.871 |
-- routing by layer --
metal  share of wire, %  track usage [%]
met4                1.1             1.86
met1                 45             16.0
met2                 48             19.3
met3                6.5             4.37
met5                  0                0
-- worst paths after layout --
| path | depth (start not counted) | end | start |
|---|---|---|---|
| worst min-delay path | 4 | q[22] | en |
| worst max-delay path | 1 | q[13] | q[13] |
| worst max register to register | 2 | q[31] | q[31] |
| worst min register to register | 2 | q[10] | q[10] |
-- synthesized netlist by cell type --
library cell / count
dfxtp_1: 32
clkbuf_1: 3
mux2i_1: 32
buf_12: 3
buf_6: 1
nor2b_1: 32
-- kinds of logic after synthesis --
| kind of cell | after synthesis |
|---|---|
| buffers and inverters | 7 |
| DFF | 32 |
| muxes | 32 |
| and+or+nand+nor | 32 |
Power is estimated from default activity; no workload was simulated.
